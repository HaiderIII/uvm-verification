==> design.v <==
module axi_stream_fifo #(
    parameter DATA_WIDTH = 32,
    parameter FIFO_DEPTH = 8
) (
    input  logic                    clk,
    input  logic                    rst_n,
    input  logic [DATA_WIDTH-1:0]   s_axis_tdata,
    input  logic                    s_axis_tvalid,
    output logic                    s_axis_tready,
    input  logic                    s_axis_tlast,
    output logic [DATA_WIDTH-1:0]   m_axis_tdata,
    output logic                    m_axis_tvalid,
    input  logic                    m_axis_tready,
    output logic                    m_axis_tlast
);
    localparam ADDR_WIDTH = $clog2(FIFO_DEPTH);
    logic [DATA_WIDTH:0] fifo_mem [0:FIFO_DEPTH-1];   
    logic [ADDR_WIDTH-1:0] wr_ptr;
    logic [ADDR_WIDTH-1:0] rd_ptr;
    logic [ADDR_WIDTH:0]   count;   
    logic full;
    logic empty;
    assign full  = (count == FIFO_DEPTH);
    assign empty = (count == 0);
    assign s_axis_tready = ~full;
    assign m_axis_tvalid = ~empty;
    assign m_axis_tdata = fifo_mem[rd_ptr][DATA_WIDTH-1:0];
    assign m_axis_tlast = fifo_mem[rd_ptr][DATA_WIDTH];
    wire write_en = s_axis_tvalid & s_axis_tready;
    always_ff @(posedge clk or negedge rst_n) begin
        if (!rst_n) begin
            wr_ptr <= '0;
        end else if (write_en) begin
            fifo_mem[wr_ptr] <= {s_axis_tlast, s_axis_tdata};
            wr_ptr <= wr_ptr + 1'b1;
        end
    end
    wire read_en = m_axis_tvalid & m_axis_tready;
    always_ff @(posedge clk or negedge rst_n) begin
        if (!rst_n) begin
            rd_ptr <= '0;
        end else if (read_en) begin
            rd_ptr <= rd_ptr + 1'b1;
        end
    end
    always_ff @(posedge clk or negedge rst_n) begin
        if (!rst_n) begin
            count <= '0;
        end else begin
            case ({write_en, read_en})
                2'b10:   count <= count + 1'b1;   
                2'b01:   count <= count - 1'b1;   
                default: count <= count;           
            endcase
        end
    end
endmodule
==> run.sh <==
#!/bin/bash
# OpenROAD 26Q1-2900-gdf79404cd8, Yosys 0.63+post, stock flow scripts
make -C /OpenROAD-flow-scripts/flow DESIGN_CONFIG=/design/flow/config.mk WORK_HOME=/design/flow/orfs finish
==> config.mk <==
export PLATFORM = sky130hd
export DESIGN_NAME = axi_stream_fifo
export DESIGN_NICKNAME = axi_stream_fifo
export VERILOG_FILES = /design/flow/design.v
export SDC_FILE = /design/flow/constraint.sdc
export NUM_CORES = 4
export LEC_CHECK = 1
export CORE_UTILIZATION = 30
==> constraint.sdc <==
current_design axi_stream_fifo

set clk_period 4.5
set clk_io_pct 0.2

create_clock -name clk0 -period $clk_period [get_ports {clk}]

set non_clock_inputs [all_inputs -no_clocks]
set_input_delay [expr $clk_period * $clk_io_pct] -clock clk0 $non_clock_inputs
set_output_delay [expr $clk_period * $clk_io_pct] -clock clk0 [all_outputs]
==> results.json <==
{
  "clk-insertion-delay-late_ps": 540,
  "setup-violations-final": 0,
  "cp_slowest_stage_delay_ps": 620,
  "wl_per_cell_um": 20.1,
  "clock-sinks": 274,
  "drive_gt1_frac": 0.116,
  "ys_cells": 644,
  "edf_count": 264,
  "logic_family": "AND-OR/OR-AND gates",
  "startpoint_type": "register",
  "clk_pin_slew_worst_paths_ps": 60,
  "antenna_found_initial": 1,
  "crit_fanout": 30,
  "power.share.sequential": 0.379,
  "cp_cell_sequence": "inv_1, ha_1, or4_4, or2_2, buf_12, a31oi_1, clkdlybuf4s50_1",
  "viasPerCell": 5.03,
  "grt_pass1_vias": 6241,
  "placed_cells": 1146,
  "fa_ha_area_frac": 0.0196,
  "cts_tree": "done",
  "warnings": 33,
  "path_depth": 7,
  "chip_area_mm2": 0.0361,
  "grt_max_degree": 79,
  "synthMuxAreaShare": 0.00625,
  "dp_hpwl_um": 13500,
  "peakVddDrop_v": 0.000382,
  "p_leak_nw": 4.06,
  "timing.fmax_ghz": 0.234,
  "core_area_mm2": 0.0347,
  "synth_chip_area_mm2": 0.0106,
  "initial_core_util": 0.306,
  "postCtsSetupBuffers": 0,
  "ant_nets": 0,
  "design_area_mm2": 0.0128,
  "syn_area_per_cell_um2": 16.5,
  "clkPwrFrac": 0.259,
  "rows": 68,
  "crit_family": "simple AND/OR/NAND/NOR gates",
  "grt_overflow": 0,
  "place_congestion": 0.736,
  "placed_cell_area_mm2": 0.0119,
  "arrival_ps": 3370,
  "hold_violations": 0,
  "finalCriticalPeriod_ps": 4270,
  "async_reset_ff_frac": 0.0365,
  "required_ps": 3600,
  "vias": 6005,
  "crit_path_top_delay_cell": "dfrtp_4",
  "p_int_mw": 5.76,
  "slew_headroom": 0.440,
  "track_usage": 0.143,
  "drc_errors": 0,
  "worst-slew-pin-transition_ps": 840,
  "p_per_area_mw_per_mm2": 654,
  "crit_start": "rd_ptr[2]$_DFFE_PN0P_",
  "min-delay-start": "rd_ptr[0]$_DFFE_PN0P_",
  "port_buffers": 71,
  "r2r_cells": 7,
  "post-route-util": 0.369,
  "min_path_cells": 1,
  "rsz0062_at_grt": "false",
  "fillerInstances": 3207,
  "grt_pass1_wl_um": 36400,
  "antennaDiodeCount": 0,
  "drv_slew": 0,
  "path_class": "register to output pin",
  "io_pins": 72,
  "holdBufCountCts": 0,
  "total_power_mw": 8.37,
  "status": "completed",
  "setup_tns_ps": 0,
  "clock_skew_ps": 9.16,
  "die_h_um": 190,
  "clockBufferDepth": 3,
  "path_buffers": 3,
  "htree_levels": 1,
  "simple_gate_area_frac": 0.0657,
  "synth_flops": 274,
  "pwr-share-comb": 0.362,
  "r2r_start": "count[1]$_DFFE_PN0P_",
  "finalWirelength_um": 24100,
  "min_period_over_period": 0.948,
  "hold_path_class": "register to register",
  "switching_share": 0.312,
  "cts_made_buffers": 27,
  "firstDrtPassIters": 4,
  "yosys_warnings": 2,
  "stdcell_count": 1195,
  "maxCapViolCount": 0,
  "ys_sh_xor": 0.00330,
  "synthCells": 644,
  "synth_area_mm2": 0.0106,
  "area_delta_synth_final_pct": 20.6,
  "p_sw_mw": 2.61,
  "yosysSeqAreaShare": 0.771,
  "ys_sh_aoi": 0.108,
  "synthFlopType": "edfxtp_1",
  "end_kind": "output pin",
  "ys_types": 40,
  "fp.dieW_um": 190,
  "clockRootBuffer": "clkbuf_16",
  "drt_iter0_markers": 356
}
-- power groups by stage --
| stage | clock [mW] | combinational [mW] | sequential, mW |
|---|---|---|---|
| 4_1_cts | 2.21 | 3.10 | 3.17 |
| 5_1_grt | 2.30 | 3.36 | 3.20 |
| 6_report | 2.17 | 3.03 | 3.17 |
-- sequential cells by signal, indices dropped and copies added (netlist names) --
name,count
rd_ptr,3
fifo_mem,264
wr_ptr,3
count,4
-- kinds of logic (layout without fill, tap and decap cells) --
kind of cell    count (synthesis)  in the layout
flops                         274            274
simple gates                  130            130
compound gates                150            150
fa+ha+maj                      16             16
buf+inv                        64            160
mux                             6              6
xor+xnor                        4              4
-- cell usage after synthesis (all sizes together) (2+ instances only) --
master	number	area, um2
buf	13	88.8
a22oi	46	345
inv	13	48.8
or4b	2	20.0
mux2	5	56.3
clkbuf	38	143
nand4	22	138
o22ai	22	138
a21oi	2	10.0
nand2	10	37.5
a22o	12	105
a222oi	8	80.1
nor3	11	55.1
a221oi	3	26.3
or4	2	18.8
xnor2	3	26.3
nand3	69	345
dfrtp	10	250
o22a	22	193
o21ai	11	55.1
ha	15	188
nor2	5	18.8
nor3b	6	45.0
a221o	8	80.1
edfxtp	264	7930
a31oi	11	68.8
-- layer usage --
layer  track usage  share of wire  wire length [um]  vias to the layer above
met3        0.0691           0.11              2660                       31
met5             0        0.00050                12                        -
met1         0.189           0.41              9760                     2926
li1              -              -                 -                     2793
met2         0.226           0.47             11300                      253
met4        0.0205          0.013               324                        2
-- final timing paths --
| check | to | slack, ps |
|---|---|---|
| setup / recovery | m_axis_tdata[6] | 230 |
| hold / removal | rd_ptr[0]$_DFFE_PN0P_ | 540 |
| setup reg to reg | count[3]$_DFFE_PN0P_ | 1430 |
| hold reg to reg | rd_ptr[0]$_DFFE_PN0P_ | 540 |
| max in group asynchronous | rd_ptr[2]$_DFFE_PN0P_ | 3630 |
| min in group asynchronous | count[3]$_DFFE_PN0P_ | 680 |
-- cell usage in the layout (no fill, tap or decap), types with 5 or more instances in the layout --
master / instances
o22a_1: 22
dfrtp_1: 9
o21ai_0: 11
a22oi_1: 46
clkdlybuf4s50_1: 71
clkinv_2: 5
clkbuf_16: 27
nor3_1: 11
a222oi_1: 8
a221o_1: 8
a31oi_1: 11
mux2_2: 5
clkbuf_1: 7
o22ai_1: 22
buf_4: 25
nand2_1: 10
a22o_1: 12
nand4_1: 22
inv_1: 13
edfxtp_1: 264
ha_1: 13
clkinv_1: 5
nand3_1: 69
nor2_4: 5
-- timing repair --
item	CTS	global route
resized	0	1
setup endpoints to repair	0	14
endpoints found under the hold margin	0	0
-- through the flow --
step | setup slack, ps | hold WS [ps]
finish | 233 | 536
global route | 61.6 | 587
CTS | 101 | 543
detailed placement | 664 | 531
global placement | 651 | 522
floorplan | 419 | 498
-- layout make-up --
cell class	count	area [um2]	share of cell area
inverter	13	48.8	0.00381
sequential	274	8180	0.639
clock buffer	34	702	0.0548
tap	455	569	0.0445
timing repair buffer	98	938	0.0733
multi-input combinational	306	2210	0.173
clock inverter	15	150	0.0117
Power is estimated from default activity; no workload was simulated.
