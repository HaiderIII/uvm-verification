==> ./design.v <==
module axi_lite_slave #(
    parameter ADDR_WIDTH = 4,    
    parameter DATA_WIDTH = 32    
) (
    input  logic                    clk,
    input  logic                    rst_n,
    input  logic [ADDR_WIDTH-1:0]   s_axi_awaddr,
    input  logic                    s_axi_awvalid,
    output logic                    s_axi_awready,
    input  logic [DATA_WIDTH-1:0]   s_axi_wdata,
    input  logic [DATA_WIDTH/8-1:0] s_axi_wstrb,    
    input  logic                    s_axi_wvalid,
    output logic                    s_axi_wready,
    output logic [1:0]              s_axi_bresp,
    output logic                    s_axi_bvalid,
    input  logic                    s_axi_bready,
    input  logic [ADDR_WIDTH-1:0]   s_axi_araddr,
    input  logic                    s_axi_arvalid,
    output logic                    s_axi_arready,
    output logic [DATA_WIDTH-1:0]   s_axi_rdata,
    output logic [1:0]              s_axi_rresp,
    output logic                    s_axi_rvalid,
    input  logic                    s_axi_rready
);
    localparam RESP_OKAY   = 2'b00;
    localparam RESP_SLVERR = 2'b10;
    logic [DATA_WIDTH-1:0] registers [0:3];
    logic [ADDR_WIDTH-1:0] write_addr;
    logic [ADDR_WIDTH-1:0] read_addr;
    logic write_addr_received;
    logic write_data_received;
    always_ff @(posedge clk or negedge rst_n) begin
        if (!rst_n) begin
            s_axi_awready <= 1'b1;   
            write_addr <= '0;
            write_addr_received <= 1'b0;
        end else begin
            if (s_axi_awvalid && s_axi_awready) begin
                write_addr <= s_axi_awaddr;
                write_addr_received <= 1'b1;
                s_axi_awready <= 1'b0;   
            end else if (s_axi_bvalid && s_axi_bready) begin
                s_axi_awready <= 1'b1;
                write_addr_received <= 1'b0;
            end
        end
    end
    always_ff @(posedge clk or negedge rst_n) begin
        if (!rst_n) begin
            s_axi_wready <= 1'b1;   
            write_data_received <= 1'b0;
        end else begin
            if (s_axi_wvalid && s_axi_wready) begin
                write_data_received <= 1'b1;
                s_axi_wready <= 1'b0;
            end else if (s_axi_bvalid && s_axi_bready) begin
                s_axi_wready <= 1'b1;
                write_data_received <= 1'b0;
            end
        end
    end
    always_ff @(posedge clk or negedge rst_n) begin
        if (!rst_n) begin
            registers[0] <= 32'h0000_0000;
            registers[1] <= 32'h0000_0000;
            registers[2] <= 32'h0000_0000;
            registers[3] <= 32'h0000_0000;
        end else begin
            if (write_addr_received && write_data_received && !s_axi_bvalid) begin
                if (write_addr[3:2] <= 2'b11) begin
                    if (s_axi_wstrb[0]) registers[write_addr[3:2]][7:0]   <= s_axi_wdata[7:0];
                    if (s_axi_wstrb[1]) registers[write_addr[3:2]][15:8]  <= s_axi_wdata[15:8];
                    if (s_axi_wstrb[2]) registers[write_addr[3:2]][23:16] <= s_axi_wdata[23:16];
                    if (s_axi_wstrb[3]) registers[write_addr[3:2]][31:24] <= s_axi_wdata[31:24];
                end
            end
        end
    end
    always_ff @(posedge clk or negedge rst_n) begin
        if (!rst_n) begin
            s_axi_bvalid <= 1'b0;
            s_axi_bresp <= RESP_OKAY;
        end else begin
            if (write_addr_received && write_data_received && !s_axi_bvalid) begin
                s_axi_bvalid <= 1'b1;
                s_axi_bresp <= RESP_OKAY;   
            end else if (s_axi_bvalid && s_axi_bready) begin
                s_axi_bvalid <= 1'b0;
            end
        end
    end
    always_ff @(posedge clk or negedge rst_n) begin
        if (!rst_n) begin
            s_axi_arready <= 1'b1;
            read_addr <= '0;
        end else begin
            if (s_axi_arvalid && s_axi_arready) begin
                read_addr <= s_axi_araddr;
                s_axi_arready <= 1'b0;
            end else if (s_axi_rvalid && s_axi_rready) begin
                s_axi_arready <= 1'b1;
            end
        end
    end
    always_ff @(posedge clk or negedge rst_n) begin
        if (!rst_n) begin
            s_axi_rvalid <= 1'b0;
            s_axi_rdata <= '0;
            s_axi_rresp <= RESP_OKAY;
        end else begin
            if (s_axi_arvalid && s_axi_arready) begin
                s_axi_rvalid <= 1'b1;
                s_axi_rresp <= RESP_OKAY;
                case (s_axi_araddr[3:2])
                    2'b00: s_axi_rdata <= registers[0];
                    2'b01: s_axi_rdata <= registers[1];
                    2'b10: s_axi_rdata <= registers[2];
                    2'b11: s_axi_rdata <= registers[3];
                endcase
            end else if (s_axi_rvalid && s_axi_rready) begin
                s_axi_rvalid <= 1'b0;
            end
        end
    end
endmodule
==> ./run.sh <==
#!/bin/bash
# OpenROAD 26Q1-2900-gdf79404cd8, Yosys 0.63+post, stock flow scripts
make -C /OpenROAD-flow-scripts/flow DESIGN_CONFIG=/design/flow/config.mk WORK_HOME=/design/flow/orfs finish
==> ./config.mk <==
export PLATFORM = sky130hd
export DESIGN_NAME = axi_lite_slave
export DESIGN_NICKNAME = axi_lite_slave
export VERILOG_FILES = /design/flow/design.v
export SDC_FILE = /design/flow/constraint.sdc
export NUM_CORES = 4
export LEC_CHECK = 1
export CORE_UTILIZATION = 30
==> ./constraint.sdc <==
current_design axi_lite_slave

set clk_period 5.0
set clk_io_pct 0.2

create_clock -name clk0 -period $clk_period [get_ports {clk}]

set non_clock_inputs [all_inputs -no_clocks]
set_input_delay [expr $clk_period * $clk_io_pct] -clock clk0 $non_clock_inputs
set_output_delay [expr $clk_period * $clk_io_pct] -clock clk0 [all_outputs]
==> qor.yml <==
final_timing:
  hold_viol: 0
  min_period_ns: 2.57
  timing.slew.headroom_pct: 50.8
  tns_ns: 0
  fmax_ghz: 0.389
  setup_viol: 0
  min_period_over_period_pct: 51.4
  tightest_slew_ns: 0.738
  fin_worst_skew_ns: 0.00630
  drv_slew: 0
  rsz0062_at_grt: "false"
worst_hold_path:
  min_path_type: "reg2reg"
  hold_depth: 1
  hp-start: "registers[3][31]"
  hold-path-endpoint: "registers[3][31]"
clock_network:
  post_cts_buffers: 0
  cts_hold_buffers: 0
  clk_latency_ns: 0.42
  cts_buffer_depth: 2
  tritoncts: "built"
  root_buffer: "clkbuf_16"
  cts-resized-gates: 0
  cts_htree_levels: 4
  clkSlewWorstSetupHoldPaths_ns: 0.06
  cts-buffers-inserted: 17
  clock-sinks: 169
worst_setup_path:
  path_buffers: 1
  r2r_end: "registers[0][18]"
  startpoint_type: "flip-flop"
  crit_arrival_ns: 1.57
  path_cells: "clkdlybuf4s50_1"
  critPathSlowestCell: "dfrtp_1"
  worstReg2RegStart: "write_addr_received"
  worstSetupEndpointType: "output port"
  r2r_slack_ns: 3.27
  r2r_cells: 3
  worstPathRequired_ns: 4.00
  worstSetupPathType: "reg2out"
  critPathMaxFanout: 8
  crit_family: "flip-flops"
  cpPeakStageDelay_ns: 0.61
layout:
  lay_top_cells: "166 x dfrtp_1, 116 x mux2_2, 81 x clkdlybuf4s50_1, 68 x mux2i_1, 39 x nand2_1"
  layout_top_cell: "dfrtp_1"
  syn_to_final_growth_pct: 25.3
  drive_gt1_share_pct: 29.6
  fin_util_pct: 38.6
  nFillCells: 2161
die:
  core_area_um2: 23600
  fp-utilization_pct: 30.8
  die_h_um: 158
  die_w_um: 158
  io_pins: 92
  dieArea_um2: 24900
  rows: 56
synth:
  top_area_share_pct: 57.1
  top_area_cell: "dfrtp_1"
  yosysUniqueCellTypes: 24
  ys_seq_share_pct: 58.2
  synth_chip_area_um2: 7270
  synth_area_per_cell_um2: 14.8
  yosys-top-cells-area: "dfrtp_1 57%, mux2_2 18%, mux2i_1 9.4%"
  yosys_warnings: 2
  yosys_cells: 492
  synth-edff-count: 0
  flop_cell: "dfrtp_1"
  netlist_instances: 492
  synthArstFlopShare_pct: 100
  ys_seq_elements: 169
  syn_area_um2: 7270
pwr:
  power.switching_mw: 1.32
  comb_power_share_pct: 24.4
  peakVddDrop_mv: 0.254
  power.density_nw_per_um2: 545
  power.leakage_nw: 4.03
  seqPwrFrac_pct: 45.9
  internal_power_mw: 3.65
  clkPwrFrac_pct: 29.7
  switching_share_pct: 26.6
detailed_routing:
  drt_iter0_markers: 167
  dr.pass1.iters: 4
  wl_per_cell_um: 18.1
  viasPerCell: 4.77
  drc: 0
  ant_nets: 0
  wl_mm: 16.5
  vias: 4352
grt:
  grtUsageTotal_pct: 14.6
  grt_max_degree: 92
  antenna_found_initial: 1
  grt_pass1_vias: 4703
  grt_overflow_total: 0
  grt_pass1_wl_mm: 26.6
place:
  gp_congestion: 0.771
  dp_hpwl_mm: 10.3
  io_buffers: 83
run:
  drv_cap: 0
  warnings: 29
run_status:
  status: "completed"
-- worst max path at each step --
stage | startpoint | depth (start not counted) | endpoint
CTS | s_axi_bvalid | 1 | s_axi_bvalid
finish | s_axi_bvalid | 1 | s_axi_bvalid
global route | s_axi_bvalid | 1 | s_axi_bvalid
-- kinds of logic after synthesis --
group | count (synthesis) | synth area share [%]
buffers and inverters | 24 | 1.72
other | 1 | 0.0516
multiplexers | 198 | 29.5
AND-OR/OR-AND | 34 | 4.04
AND/OR/NAND/NOR | 66 | 6.52
flip-flops | 169 | 58.2
-- power groups by stage --
stage	Combinational [mW]	Sequential [mW]	Clock, mW
final	1.21	2.28	1.48
after global routing	1.35	2.36	1.58
after CTS	1.24	2.28	1.51
-- sequential cells by signal, indices dropped and copies added, names as in the netlist --
name	flops
s_axi_awready	1
write_data_received	1
s_axi_rvalid	1
s_axi_arready	1
s_axi_wready	1
write_addr_received	1
s_axi_rdata	32
registers	128
write_addr	2
s_axi_bvalid	1
-- cell usage after synthesis (3+ instances only) --
master / count
dfrtp_1: 166
mux2_2: 116
mux2i_1: 68
nand2_1: 39
o221ai_1: 32
mux2_1: 14
buf_2: 10
nand3_4: 8
nor2_4: 8
clkbuf_1: 7
buf_4: 6
nand3b_1: 4
dfstp_2: 3
-- routing by layer --
metal	GRT usage, %	wire, µm	part of all wire (%)
met1	22.0	7810	47
met2	22.3	7600	46
met3	4.10	946	5.7
met4	1.16	106	0.64
met5	0	12	0.073
-- final cells by class --
cell class                      instances  area (µm²)  area share, %
Tap cell                              319         399           4.38
Clock buffer                           21         450           4.94
Sequential cell                       169        4230           46.5
Clock inverter                         11         216           2.38
Antenna cell                            1        2.50         0.0275
Inverter                                1        3.75         0.0412
Multi-Input combinational cell        302        2930           32.1
Timing Repair Buffer                   88         880           9.65
-- through the flow --
stage	area [µm²]	hold slack, ns	power (mW)	std cells	setup WS [ns]
2_1_floorplan	7290	0.432	3.03	495	3.09
3_3_place_gp	8440	0.472	3.44	879	2.35
3_5_place_dp	8440	0.476	3.53	879	2.26
4_1_cts	9110	0.489	5.03	911	2.40
5_1_grt	9110	0.506	5.28	911	2.35
6_report	9110	0.485	4.97	912	2.43
No activity file was given, so power comes from the tool's default toggle rates.
